==> design.v <==
module DFF(iClk, iD, oQ);
    input iClk, iD;
    output oQ;
    reg oQ;
    initial begin
        oQ = 0;
    end  
    always @(posedge iClk) begin
        oQ <= iD;
    end  
endmodule  
module clk_div(clk, val, slowClk);
  input clk;
  input [31:0] val;
  output slowClk;
  reg [31:0] count;
  reg slowClk;
  initial begin
    slowClk = 0;
    count = 0;
  end
  always @(posedge clk) begin
    if(count == val) begin
      count <= 0;
      slowClk <= ~slowClk;
    end
    else begin
      count <= count + 1;
    end
  end
endmodule
module debouncer(iClk, iX, oB);
    input iClk, iX;
    output oB;
    wire wQ0;
    DFF FF0(iClk, iX, wQ0);
    DFF FF1(iClk, wQ0, oB);
endmodule    
module display_block(iFClk, iSClk, iB0, iB1, iR2, iR3, oAN, oC);
    input iFClk;     
    input iSClk;     
    input iB0, iB1;  
    input [31:0] iR2, iR3;   
    output [3:0] oAN;
    output [7:0] oC;
    wire wDBClk;     
    wire wDB0, wDB1;     
    wire [15:0] wDisplayBits;    
    clk_div db_clk(iFClk, 5, wDBClk); 
    debouncer db0(wDBClk, iB0, wDB0); 
    debouncer db1(wDBClk, iB1, wDB1); 
    assign wDisplayBits = (~wDB1 & ~wDB0) ? iR2[15:0]  :
                          (~wDB1 & wDB0)  ? iR2[31:16] :
                          (wDB1 & ~wDB0)  ? iR3[15:0]  :
                                            iR3[31:16];
    sevenseg_controller s(4'hF,iFClk,wDisplayBits[15:12],wDisplayBits[11:8],
                          wDisplayBits[7:4], wDisplayBits[3:0], oAN, oC);
endmodule    
module sevenseg_controller(EN, CLK_1MS, D3, D2, D1, D0, AN, C);
  input CLK_1MS;   
  input [3:0] EN, D3, D2, D1, D0;
  output [3:0] AN;
  output [7:0] C;
  reg [1:0] State, NextState;
  reg [3:0] AN;
  reg [7:0] C;
  wire [7:0] d0_sevenseg, d1_sevenseg, d2_sevenseg, d3_sevenseg;
  initial begin
    State = 0;
    NextState = 0;
	AN = 0;
    C = 0;
  end
  always @(posedge CLK_1MS) begin
    State <= NextState;
  end
  always @(State, EN, d1_sevenseg, d0_sevenseg, d1_sevenseg, d2_sevenseg, d3_sevenseg) begin
	NextState <= 0;
	AN <= 0;
	C <= 8'hFF;
      case (State)
        0: begin
          NextState <= State + 1;
          if(EN[0]) begin
            AN <= 4'b1110;
            C <= d0_sevenseg;
          end else begin
          end
        end
        1: begin
          NextState <= State + 1;
          if(EN[1]) begin
            AN <= 4'b1101;
            C <= d1_sevenseg;
          end else begin
          end
        end
        2: begin
          NextState <= State + 1;
          if(EN[2]) begin
            AN <= 4'b1011;
            C <= d2_sevenseg;
          end else begin
          end
        end
        3: begin
          NextState <= State + 1;
          if(EN[3]) begin
            AN <= 4'b0111;
            C <= d3_sevenseg;
          end else begin
          end
        end
        default: begin
        end
      endcase
  end
  sevenseg_rom rom0(D0, d0_sevenseg);
  sevenseg_rom rom1(D1, d1_sevenseg);
  sevenseg_rom rom2(D2, d2_sevenseg);
  sevenseg_rom rom3(D3, d3_sevenseg);
endmodule  
module sevenseg_rom(HexVal, Out);
	 input [3:0] HexVal;
	 output [7:0] Out;
	 reg [7:0] tempOut;
	 assign Out = tempOut;
	 always @(HexVal)
	 begin
		tempOut <= 0;
		case(HexVal)
			0: begin
				tempOut <= ~(8'b11111100);
			end
			1: begin
				tempOut <= ~(8'b01100000);
			end
			2: begin
				tempOut <= ~(8'b11011010);
			end
			3: begin
				tempOut <= ~(8'b11110010);
			end
			4: begin
				tempOut <= ~(8'b01100110);
			end
			5: begin
				tempOut <= ~(8'b10110110);
			end
			6: begin
				tempOut <= ~(8'b10111110);
			end
			7: begin
				tempOut <= ~(8'b11100000);
			end
			8: begin
				tempOut <= ~(8'b11111110);
			end
			9: begin
				tempOut <= ~(8'b11110110);
			end
            10: begin
                tempOut <= ~(8'b11101110);
            end
            11: begin
                tempOut <= ~(8'b00111110);
            end
            12: begin
                tempOut <= ~(8'b10011100);
            end
            13: begin
                tempOut <= ~(8'b01111010);
            end
            14: begin
                tempOut <= ~(8'b10011110);
            end
            15: begin
                tempOut <= ~(8'b10001110);
            end
			default: begin  
				tempOut <= ~(8'b11111111);
			end
		endcase
	 end  
endmodule  
==> run.sh <==
#!/bin/bash
# OpenROAD 26Q1-2900-gdf79404cd8, Yosys 0.63+post, stock flow scripts
make -C /OpenROAD-flow-scripts/flow DESIGN_CONFIG=/design/flow/config.mk WORK_HOME=/design/flow/orfs finish
==> config.mk <==
export PLATFORM = sky130hd
export DESIGN_NAME = display_block
export DESIGN_NICKNAME = display_block
export VERILOG_FILES = /design/flow/design.v
export SDC_FILE = /design/flow/constraint.sdc
export NUM_CORES = 4
export LEC_CHECK = 1
export CORE_UTILIZATION = 40
==> constraint.sdc <==
current_design display_block

set clk_period 7.3
set clk_io_pct 0.2

create_clock -name clk0 -period $clk_period [get_ports {iFClk}]

set non_clock_inputs [all_inputs -no_clocks]
set_input_delay [expr $clk_period * $clk_io_pct] -clock clk0 $non_clock_inputs
set_output_delay [expr $clk_period * $clk_io_pct] -clock clk0 [all_outputs]
==> summary.txt <==
Status of the implementation.

- The chip occupies between 8000 and 9000 um2.
- The worst slew slack as a fraction of its limit is 0.584, for reference.
- The later-pin clock latency in the skew report is roughly 0.28 ns, for reference.
- In the final routed layout, each cell accounts on average for 13.9 um.
- The filler-free cell count of the finished design is 525, for reference.
- The share of synthesized area occupied by flip-flops and latches is 0.244, for reference.
- The worst-case IR drop observed on VDD is between 0.00008 and 0.00009 V.
- The data required time reported for the critical path is 5.84 ns.
- The number of gates resized after cts is 0, for reference.
- The final timing report derives a shortest allowable period of ~5.5 ns.
- The floorplan step set the die height to about 92 um.
- The most frequently used flop master after synthesis is dfxtp_1, for reference.
- The number of standard-cell rows in the floorplan is 32, for reference.
- The largest fanout of any net on the critical path is 6, for reference.
- The worst setup path is captured at a primary output.
- Relative to the synthesized area, the layout overhead comes to 29.3%.
- The post-synthesis average cell area is 9.33 um2, for reference.
- The via count of the first global-routing pass was 2551.
- Counting flops with a built-in enable in the synthesized netlist gives 1.
- The die is 92.1 um wide.
- The count of nets left with antenna violations after detail routing is 0, for reference.
- The post-DP HPWL is about 6000 um, for reference.
- The worst setup slack after placement is ~1.8 ns, for reference.
- 4 endpoints have no timing constraint.
- The static leakage is 0.00167 uW, for reference.
- The initial antenna violation count came to 0.
- The area fraction of the largest cell type after synthesis is 0.234.
- The flow ran to the end, and the final reports show no timing, DRC or antenna violations.
- The total number of vias is about 2800, for reference.
- The classification of the worst setup path is input pin to primary output, for reference.
- The routed design shows a via density per instance of 5.26.
- The tightest min-delay check is of the flop to flop type.
- The count of warnings emitted by yosys is 4, for reference.
- At the end of routability-driven placement, the weighted congestion stood at 0.958.
- Per the post-CTS timing run, clock transition at the registers of the reported paths is approximately 0.07 ns.
- Counting flops and latches in the post-synthesis netlist gives 39.
- The reported max-cap violation count is 0, for reference.
- The final report lists the setup-violating endpoint count as 0.
- The floorplan step defined a core boundary enclosing 7770 um2.
- The first detailed-routing pass ran for 4 iterations.
- The final critical-path setup slack is 1.82 ns, for reference.
- The OpenROAD warning count is 58, for reference.
- The placed cell count is 517, for reference.
- The flow reports an fmax of 0.183 GHz.
- The final tally of hold violations is 0, for reference.
- Detailed-route iteration 0 reported a violation count of 158.
- The power density relative to cell area is roughly 110 nW/um2, for reference.
- The global-route wire length before repair is 12500 um, for reference.
- In this run the tool buffered the top-level ports with 77 buffer cells.
- The synthesized netlist occupies a cell area of 3250 um2.
- By count the netlist is led by dfxtp_1 (38), ha_1 (38), nand2_1 (33), nand3_1 (24), xnor2_1 (24).
- The wire length recorded after detailed routing is 7320 um.
- The number of clock buffers inserted by TritonCTS is 5, for reference.
- Setup repair after global routing left no endpoint under its margin.
- On the final layout, the worst clock skew is 0.00410 ns.
- The synthesized netlist contains 47 unique library cells.
- In this run the register-to-register setup slack is 5.40 ns.
- The root buffer cell chosen for the clock tree is clkbuf_8.
- The number of instances in the synthesized netlist is approximately 350, for reference.
- The design draws 443 uW.
- Per the synthesis report, the dominant area consumer among library cells is dfxtp_1.
- The arrival time of the worst setup path is 4.02 ns, for reference.
- After global routing the overflow that remains totals 0.
- The transition at the pin with the smallest max-transition slack is a little over 0.6 ns, for reference.
- The area recorded from the Yosys report for this design is 3250 um2.
- The type of element launching the critical path is an input pin, for reference.
- Setup total negative slack on the finished layout was measured at 0 ns.
- The number of ports placed on the die boundary is 80, for reference.
- The fraction of the cycle the final worst path needs is 0.750, for reference.
- TritonCTS built the clock tree.
- The buffers inserted during post-CTS setup optimization is 0, for reference.
- The floorplan utilization is 0.418, for reference.
- The number of levels in the clock H-tree is 2, for reference.
- The share of final-layout standard cells stronger than drive strength 1 is 0.0804, for reference.
- TritonRoute reported its final design rule violation total as 0.
- By area the synthesized netlist is led by dfxtp_1 (23%), ha_1 (15%), mux4_2 (10%).
- The hold-fix buffer count after cts is 0, for reference.
- The deepest clock path buffer count is 2, for reference.
- The routed design ends up with an antenna cell count of 0.
- Overall routing resource usage recorded by global route was 0.190.
- Per the final report, max-transition violations number 0.
- The synthesis report gives the async set-or-reset register share as 0.
- The number of cells in Yosys stat is 348, for reference.
- The largest net degree at the start of global routing is 20, for reference.
- The timer found 4 register pins that no clock reaches; their paths are not timed.
==> kinds of logic after synthesis <==
kind of cell / synth area share
XOR/XNOR: 0.0864
AND-OR/OR-AND: 0.0825
other: 0.00116
AND/OR/NAND/NOR: 0.196
multiplexers: 0.195
buffers and inverters: 0.0490
adder cells (fa/ha/maj): 0.146
flip-flops: 0.244
==> cell type report <==
cell class              instances  area (um2)
repair buffers                 80         793
well taps                     102         128
clock buffers                   7         108
fillers                       695        3570
multi-input cells             276        2300
clock inverters                 1        5.00
inverters                      20        75.1
flip-flops and latches         39         791
==> routing by layer <==
layer	wire length (um)	global-route usage	part of all wire	vias up
met1	3680	0.321	0.50	1270
met4	34	0.0156	0.0046	0
met5	0	0	0	-
met2	3080	0.269	0.42	82
met3	522	0.0329	0.071	6
li1	-	-	-	1405
==> registers in the layout (all words and copies together) (netlist names) <==
| name | flops |
|---|---|
| db1.FF1.oQ | 1 |
| s.State | 2 |
| db0.FF0.oQ | 1 |
| db_clk.count | 32 |
| db_clk.slowClk | 1 |
| db0.FF1.oQ | 1 |
| db1.FF0.oQ | 1 |
==> power breakdown <==
part | internal [uW] | switching (uW)
Clock | 96.6 | 67.5
Combinational | 52.7 | 34.4
Sequential | 192 | 0
Total | 341 | 102
==> final timing paths <==
kind	from	end	cells past startpoint
hold reg to reg	db_clk.count[31]	db_clk.count[31]	1
setup / recovery	iR3[20]	oC[7]	8
setup reg to reg	db_clk.count[3]	db_clk.count[30]	5
hold / removal	db_clk.count[31]	db_clk.count[31]	1
==> cells in the final DEF (no fill, tap or decap), types with 3 or more instances in the layout <==
master | synthesis | layout
a21oi_1 | 5 | 5
and3_1 | 10 | 10
buf_4 | 1 | 3
clkbuf_8 | 0 | 6
clkdlybuf4s50_1 | 0 | 77
dfxtp_1 | 38 | 38
ha_1 | 38 | 38
inv_1 | 20 | 20
mux2_2 | 7 | 7
mux2i_1 | 19 | 19
mux4_2 | 15 | 15
nand2_1 | 33 | 33
nand2b_1 | 4 | 4
nand3_1 | 24 | 24
nand4_1 | 11 | 11
nor2_1 | 17 | 17
nor3_1 | 7 | 7
nor4_1 | 7 | 7
o211ai_1 | 7 | 7
o21ai_0 | 8 | 8
o2bb2ai_1 | 3 | 3
xnor2_1 | 24 | 24
xor2_1 | 8 | 8
==> per-stage QoR <==
stage | hold WS (ns) | instance area [um2] | utilization
6_report | 0.464 | 4200 | 0.540
5_1_grt | 0.493 | 4200 | 0.540
4_1_cts | 0.470 | 4200 | 0.540
3_5_place_dp | 0.455 | 4080 | 0.526
3_3_place_gp | 0.447 | 4080 | 0.526
2_1_floorplan | 0.430 | 3250 | -
==> critical path, stage by stage <==
cell,delay [ns]
clkdlybuf4s50_1,0.40
mux4_2,0.56
ha_1,0.30
mux2i_1,0.15
mux2i_1,0.08
a22o_1,0.24
or4_1,0.41
clkdlybuf4s50_1,0.41
No activity file was given, so power comes from the tool's default toggle rates.
